`run.sh`:
```
#!/bin/bash
# OpenROAD 26Q1-2900-gdf79404cd8, Yosys 0.63+post, stock flow scripts
make -C /OpenROAD-flow-scripts/flow DESIGN_CONFIG=/design/flow/config.mk WORK_HOME=/design/flow/orfs finish
```
`config.mk`:
```
export PLATFORM = sky130hd
export DESIGN_NAME = binary_up_counter_4bit_synchronous_reset
export DESIGN_NICKNAME = binary_up_counter_4bit_synchronous_reset
export VERILOG_FILES = /design/flow/design.v
export SDC_FILE = /design/flow/constraint.sdc
export NUM_CORES = 4
export LEC_CHECK = 1
export CORE_AREA = 10 10 106 106
export DIE_AREA = 0 0 116 116
```
`constraint.sdc`:
```
current_design binary_up_counter_4bit_synchronous_reset

set clk_period 5.3
set clk_io_pct 0.2

create_clock -name clk0 -period $clk_period [get_ports {clk}]

set non_clock_inputs [all_inputs -no_clocks]
set_input_delay [expr $clk_period * $clk_io_pct] -clock clk0 $non_clock_inputs
set_output_delay [expr $clk_period * $clk_io_pct] -clock clk0 [all_outputs]
```
`design.v`:
```
`timescale 1ns / 1ps
module binary_up_counter_4bit_synchronous_reset(clk,reset,count);
    input clk,reset;
    output reg [3:0] count;
    reg [22:0] clkdiv = 23'd0;
	 initial count=4'b0000;
	 always @ (posedge clk)
		clkdiv=clkdiv+1;
	 always @ (posedge clkdiv[22])
		begin
			if(reset==1'b0)
				count=4'b0000;
			else
				count=count+1;
		end
endmodule
```
==> flow_summary.html <==
<h3>Flow metrics</h3>
<table>
<tr><th>Metric</th><th>Value</th></tr>
<tr><th colspan="2">Status</th></tr>
<tr><td>Status</td><td>completed</td></tr>
<tr><th colspan="2">Clock tree</th></tr>
<tr><td>Maximum clock path buffer count</td><td>2</td></tr>
<tr><td>Post-cts repair resize count</td><td>0</td></tr>
<tr><td>CTS buffer count</td><td>3</td></tr>
<tr><td>Cts-stage hold buffer count</td><td>0</td></tr>
<tr><td>Clock transition at the registers of the reported paths</td><td>0.08 ns</td></tr>
<tr><td># H-tree levels</td><td>1</td></tr>
<tr><td>CTS tree</td><td>done</td></tr>
<tr><td>Post CTS Setup Buffer Count</td><td>0</td></tr>
<tr><td>Buffer type at the clock tree root</td><td>clkbuf_8</td></tr>
<tr><td>Clock latency at the later pin of the worst-skew pair</td><td>roughly 0.26 ns</td></tr>
<tr><th colspan="2">Synthesis</th></tr>
<tr><td>Syn avg cell area</td><td>around 11 µm²</td></tr>
<tr><td>Library cells used by synthesis</td><td>18</td></tr>
<tr><td>XOR/XNOR Area Share</td><td>between 10% and 20%</td></tr>
<tr><td>Top logic cell family in the synthesized netlist</td><td>simple AND/OR/NAND/NOR gates</td></tr>
<tr><td>Yosys aoi share</td><td>0%</td></tr>
<tr><td>Synthesis warning total</td><td>1</td></tr>
<tr><td>Largest area contributor in the synthesized netlist</td><td>dfxtp_1</td></tr>
<tr><td>Post-synthesis cell count from yosys</td><td>roughly 92</td></tr>
<tr><td>Synthesis-stage register bit count</td><td>27</td></tr>
<tr><td>Post-synth design cell area</td><td>0.00102 mm²</td></tr>
<tr><td>Multiplexer share of the synthesized area</td><td>0%</td></tr>
<tr><td>Post-synth seq share</td><td>about 53%</td></tr>
<tr><td>Basic Gates by Area</td><td>between 20% and 30%</td></tr>
<tr><td>Area of the synthesized netlist per yosys stat</td><td>about 0.001 mm²</td></tr>
<tr><td>Main area contributors</td><td>dfxtp_1 53%, xnor2_1 13%, xor2_1 6.8%</td></tr>
<tr><td>Post-Syn Instances</td><td>92</td></tr>
<tr><td>Adder-cell share of the synthesized area</td><td>approximately 2.4%</td></tr>
<tr><td>Dominant cell area share</td><td>about 53%</td></tr>
<tr><th colspan="2">Setup path</th></tr>
<tr><td>Worst Path Required</td><td>5.45 ns</td></tr>
<tr><td>Kind of cell adding the most delay to the critical path</td><td>simple AND/OR/NAND/NOR gates</td></tr>
<tr><td>Critical path arrival</td><td>roughly 1.7 ns</td></tr>
<tr><td>Crit path buffers/inverters</td><td>0</td></tr>
<tr><td>Category of the critical setup timing path</td><td>reg2reg</td></tr>
<tr><td>Cell breakdown of the critical path</td><td>ha_1 -&gt; and4_1 -&gt; nor3b_4 -&gt; nand4_1 -&gt; xnor2_1</td></tr>
<tr><td>Slowest stage delay, CP</td><td>around 0.40 ns</td></tr>
<tr><td>Critical path fanouts, max</td><td>5</td></tr>
<tr><td>Startpoint type of the worst setup path</td><td>flop</td></tr>
<tr><td>Slowest-stage cell, CP</td><td>dfxtp_1</td></tr>
<tr><td>Endpoint class of the critical path</td><td>flop</td></tr>
<tr><th colspan="2">Pwr</th></tr>
<tr><td>Maximum vdd drop</td><td>approximately 0.11 mV</td></tr>
<tr><td>Switching Power</td><td>a little over 0.05 mW</td></tr>
<tr><td>Ratio of total power to cell area</td><td>roughly 220 mW/mm²</td></tr>
<tr><td>Part of the power in combinational logic</td><td>less than 1%</td></tr>
<tr><td>Reported leakage power</td><td>0.454 nW</td></tr>
<tr><td>Sequential fraction of design power</td><td>just over 60%</td></tr>
<tr><td>Cell internal pwr</td><td>approximately 0.23 mW</td></tr>
<tr><td>Part of the power in the clock network</td><td>37.3%</td></tr>
<tr><td>Switching part of the total power</td><td>~19%</td></tr>
<tr><th colspan="2">Placed design</th></tr>
<tr><td>Half-perimeter wire length after placement</td><td>approximately 1100 µm</td></tr>
<tr><td>DP Area</td><td>approximately 0.0012 mm²</td></tr>
<tr><td>Place WS</td><td>3.72 ns</td></tr>
<tr><td>GP Congestion</td><td>0.759</td></tr>
<tr><td>Number of port buffers</td><td>5</td></tr>
<tr><th colspan="2">Final timing</th></tr>
<tr><td>Max Transition Viols Final</td><td>0</td></tr>
<tr><td>Achievable clock frequency</td><td>approximately 640 MHz</td></tr>
<tr><td>Hold Violations, Final</td><td>0</td></tr>
<tr><td>Time the final worst path needs with I/O delays and setup</td><td>approximately 1.6 ns</td></tr>
<tr><td>Final period utilization</td><td>between 20% and 30%</td></tr>
<tr><td>Setup slack after layout</td><td>about 3.7 ns</td></tr>
<tr><td>Worst-Margin Slew</td><td>between 0.2 and 0.3 ns</td></tr>
<tr><td>RSZ-0062 raised after global routing</td><td>no</td></tr>
<tr><td>Number of endpoints failing setup at the final stage</td><td>0</td></tr>
<tr><td>Number of unconstrained endpoints</td><td>8</td></tr>
<tr><td>Sum of negative setup slack</td><td>0 ns</td></tr>
<tr><td>Worst-case headroom to the max-slew limit</td><td>slightly above 80%</td></tr>
<tr><td>Clock Skews</td><td>0.00665 ns</td></tr>
<tr><td>Count of unclocked register or latch pins</td><td>4</td></tr>
<tr><th colspan="2">Drt</th></tr>
<tr><td>Wl on met1</td><td>a little under 700 µm</td></tr>
<tr><td>DRT iter0 DRCs</td><td>32</td></tr>
<tr><td>Number of vias in the routed layout</td><td>approximately 630</td></tr>
<tr><td>DR WL met2</td><td>about 560 µm</td></tr>
<tr><td>DR DRC count</td><td>0</td></tr>
<tr><td>Total length of routed wires</td><td>between 1000 and 1500 µm</td></tr>
<tr><td>Uppermost routed layer</td><td>met4</td></tr>
<tr><td>Number of routed nets with antenna violations</td><td>0</td></tr>
<tr><td>Final routed wire length divided by cell count</td><td>6.62 µm</td></tr>
<tr><td>First-pass iteration count of the detailed router</td><td>4</td></tr>
<tr><td>DR WL met3</td><td>119 µm</td></tr>
<tr><td>Antenna diodes</td><td>0</td></tr>
<tr><td>Avg Vias per Cell</td><td>about 3.0</td></tr>
<tr><th colspan="2">Finish</th></tr>
<tr><td>Share of post-route cells with drive strength above 1</td><td>7.92%</td></tr>
<tr><td>Comb area</td><td>around 480 µm²</td></tr>
<tr><td>Filler instances</td><td>between 900 and 1,000</td></tr>
<tr><td>Commonest cells after routing, fill and taps aside</td><td>27 x dfxtp_1, 15 x xnor2_1, 10 x nand3_1</td></tr>
<tr><td>Final non-filler cell area</td><td>0.00125 mm²</td></tr>
<tr><td>Most frequently placed logic cell in the final layout</td><td>dfxtp_1</td></tr>
<tr><td>Area growth from synthesis to final layout</td><td>22.6%</td></tr>
<tr><td>Area used by sequential logic in the layout</td><td>around 540 µm²</td></tr>
<tr><th colspan="2">Job</th></tr>
<tr><td>Max Cap Violations</td><td>0</td></tr>
<tr><td>OpenROAD warnings</td><td>25</td></tr>
<tr><th colspan="2">Global route</th></tr>
<tr><td>Largest net degree at the start of global routing</td><td>14</td></tr>
<tr><td>Antenna violations before repair</td><td>0</td></tr>
<tr><td>Total GRT Usage</td><td>under 10%</td></tr>
<tr><td>Via count of the first global-routing pass</td><td>around 650</td></tr>
<tr><td>Aggregate global routing overflow</td><td>0</td></tr>
<tr><td>Global-route wire length before repair</td><td>about 2700 µm</td></tr>
<tr><th colspan="2">Floorplan</th></tr>
<tr><td>Area inside the core boundary</td><td>0.00885 mm²</td></tr>
<tr><td>Core utilization at floorplan</td><td>between 10% and 20%</td></tr>
<tr><td>Overall die width</td><td>116 µm</td></tr>
<tr><td>I/O pin total</td><td>6</td></tr>
<tr><td>Chip area</td><td>about 0.013 mm²</td></tr>
<tr><td>FP Rows</td><td>34</td></tr>
<tr><td>Die height</td><td>roughly 120 µm</td></tr>
<tr><th colspan="2">Hold path</th></tr>
<tr><td>Class of the most critical hold timing path</td><td>reg2reg</td></tr>
</table>
## power groups by stage
stage                 clock [mW]  combinational, mW  sequential (mW)
after global routing       0.115            0.00150            0.173
final                      0.103            0.00134            0.173
after CTS                  0.108            0.00135            0.173
## stage by stage
stage	total power, mW	instances	utilization [%]	hold slack [ns]
floorplan	0.177	92	-	0.390
global placement	0.178	205	13.7	0.402
detailed placement	0.178	205	13.7	0.415
CTS	0.282	209	14.2	0.435
global route	0.289	209	14.2	0.455
finish	0.277	209	14.2	0.433
## final cells by class
class / count / share of cell area, %
Clock buffer: 3 / 3.29
Clock inverter: 1 / 0.399
Inverter: 1 / 0.299
Multi-Input combinational cell: 64 / 38.2
Sequential cell: 27 / 43.1
Tap cell: 108 / 10.8
Timing Repair Buffer: 5 / 3.99
## logic make-up after synthesis
kind of cell,Yosys count
and+or+nand+nor,39
DFF,27
xor gates and xnor gates,23
adders and majority gates,2
buffers and inverters,1
## synth_stat cells
cell and instances:
and3_2 1, nor3_1 1, xnor2_1 15, nand2_1 4, and2_1 3, and4_1 2, ha_1 2, nand4_1 5
and3_1 6, dfxtp_1 27, nand4_4 1, nor4_2 1, xor2_1 8, nor3b_4 1, nor2_1 3, nor2b_1 1
nand3_1 10, inv_1 1
## state kept, by name, summed over array words and instances (netlist names)
register and cells:
clkdiv 23, count 4
## path summary, 6_finish.rpt
check        slack, ns    endpoint  cells past startpoint  startpoint
min reg2reg       0.43   clkdiv[0]                      1   clkdiv[0]
max reg2reg       3.73  clkdiv[22]                      5   clkdiv[0]
max               3.73  clkdiv[22]                      5   clkdiv[0]
min               0.43   clkdiv[0]                      1   clkdiv[0]
## metal layers
layer	vias up	track usage, %
met2	11	3.68
met5	-	0
li1	341	-
met3	2	0.994
met1	276	3.01
met4	0	0.167
Power and IR drop assume default switching activity.
