`design/flow/config.mk`:
```
export PLATFORM = sky130hd
export DESIGN_NAME = carry_look_ahead
export DESIGN_NICKNAME = carry_look_ahead
export VERILOG_FILES = /design/flow/design.v
export SDC_FILE = /design/flow/constraint.sdc
export NUM_CORES = 4
export LEC_CHECK = 1
export CORE_AREA = 10 10 70 70
export DIE_AREA = 0 0 80 80
```
`design/flow/constraint.sdc`:
```
current_design carry_look_ahead

set clk_period 1.6
set clk_io_pct 0.2

create_clock -name clk0 -period $clk_period

set non_clock_inputs [all_inputs -no_clocks]
set_input_delay [expr $clk_period * $clk_io_pct] -clock clk0 $non_clock_inputs
set_output_delay [expr $clk_period * $clk_io_pct] -clock clk0 [all_outputs]
```
`design/flow/design.v`:
```
`timescale 1ns / 1ps
module carry_look_ahead(a,b,cin,cout,c,g,p,s);
    input [3:0] a,b;
    input cin;
	 inout [3:0] g,p;
    output [3:0] s;
    output [2:0] c;
	 output cout;
	 assign g[0]=a[0]&b[0];
	 assign p[0]=a[0]|b[0];
    assign c[0]=g[0]|p[0]&cin;
	 assign s[0]=a[0]^b[0]^cin;
	 assign g[1]=a[1]&b[1];
	 assign p[1]=a[1]|b[1];
	 assign s[1]=a[1]^b[1]^{g[1]|p[1]&{g[0]|p[0]&cin}};
	 assign c[1]=g[1]|p[1]&{g[0]|p[0]&cin};
	 assign g[2]=a[2]&b[2];
	 assign p[2]=a[2]|b[2];
	 assign s[2]=a[2]^b[2]^{g[2]|p[2]&{g[1]|p[1]&(g[0]|p[0]&cin)}};
	 assign c[2]=g[2]|p[2]&{g[1]|p[1]&(g[0]|p[0]&cin)};
	 assign g[3]=a[3]&b[3];
	 assign p[3]=a[3]|b[3];
	 assign s[3]=a[3]^b[3]^{g[3]|p[3]&{g[2]|p[2]&{g[1]|p[1]&(g[0]|p[0]&cin)}}};
	 assign cout=g[3]|p[3]&{g[2]|p[2]&{g[1]|p[1]&(g[0]|p[0]&cin)}};
	 endmodule
```
`design/flow/run.sh`:
```
#!/bin/bash
# OpenROAD 26Q1-2900-gdf79404cd8, Yosys 0.63+post, stock flow scripts
make -C /OpenROAD-flow-scripts/flow DESIGN_CONFIG=/design/flow/config.mk WORK_HOME=/design/flow/orfs finish
```
==> flow_metrics.py <==
# Auto-generated metrics
metrics = {
    "floorplan": {
        "fp_util_pct": 8.79,
        "row_count": 21,
        "chipHeight_um": 80,
        "io_pins": 25,
        "die_w_um": 80,
    },
    "logic_synthesis": {
        "yosysTopAreaCellShare_pct": 33.3,
        "most_common_cell": "inv_1",
        "yosysUniqueCellTypes": 15,
        "avgSynthCellArea_sq_um": 7.90,
        "yosys_warnings": 0,
        "synth.area.top_cells": "ha_1, inv_1, fa_1, o21bai_4, o311ai_2",
        "yosysChipArea_sq_um": 300,
        "syn_inst": 38,
        "synth-seq-area-share_pct": 0,
        "yosys_cells": 38,
        "top_area_cell": "ha_1",
        "synth_area_sq_um": 300,
        "ys_top_cells_by_count": "inv_1, ha_1, nor2_1",
    },
    "clock_tree": {
        "cts_resized": 59,
        "postCtsSetupBuffers": 8,
        "cts_hold_buffers": 0,
    },
    "placed_design": {
        "portBuffers": 17,
        "post-dp-hpwl_um": 887,
        "place.gp.congestion": 0.703,
    },
    "outcome": {
        "haltStage": "4_1_cts",
        "error_line": "[error] [KeplerFormal.cpp:679] Workflow failed: Iso has multiple drivers: .g1, _64_.COUT0",
        "status": "aborted with a tool error",
    },
}
-- stage by stage --
step	cells	setup TNS [ns]	total power [mW]	worst slack, ns	area (sq um)
detailed placement	111	-6.60	0.181	-1.05	606
global placement	111	-6.55	0.181	-1.03	606
floorplan	38	0	0.0632	0.0659	303
-- cell families after synthesis --
group,Yosys count,share of synthesized area (%)
compound gates,5,22.1
xor+xnor,2,5.83
fa+ha+maj,9,40.0
buf+inv,16,20.0
simple gates,6,12.1
Power figures rest on the tool's default switching activity, not on a simulated workload.
